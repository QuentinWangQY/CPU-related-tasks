## /design/flow/design.v

```verilog
`timescale 1ns / 1ps
module InstROM (
  input  [31:0] Addr,   
  output [31:0] Inst    
);
  reg [31:0] InstROM[255:0];  
  assign Inst = InstROM[Addr[9:2]];
  parameter [5:0] OP_R_type = 6'b000000;
  parameter [5:0] OP_ori = 6'b001101;
  parameter [5:0] OP_addiu = 6'b001001;
  parameter [5:0] OP_lw = 6'b100011;
  parameter [5:0] OP_sw = 6'b101011;
  parameter [5:0] OP_beq = 6'b000100;
  parameter [5:0] OP_jump = 6'b000010;
  parameter [4:0] shamt = 5'b00000;
  parameter [5:0] FUNC_add = 6'b100000;
  parameter [5:0] FUNC_sub = 6'b100010;
  parameter [5:0] FUNC_subu = 6'b100011;
  parameter [5:0] FUNC_slt = 6'b101010;
  parameter [5:0] FUNC_sltu = 6'b101011;
  integer i;
  initial begin
    for (i = 0; i < 256; i = i + 1) InstROM[i] = 32'h00000000;
    InstROM[8'h01] = {OP_lw, 5'b00000, 5'b11111, 16'h0000};
    InstROM[8'h02] = {OP_R_type, 5'b00000, 5'b11111, 5'b11110, shamt, FUNC_sub};
    InstROM[8'h03] = {OP_R_type, 5'b10000, 5'b11111, 5'b11101, shamt, FUNC_add};
    InstROM[8'h04] = {OP_R_type, 5'b00000, 5'b11101, 5'b11100, shamt, FUNC_sub};
    InstROM[8'h05] = {OP_R_type, 5'b10000, 5'b11100, 5'b11011, shamt, FUNC_add};
    InstROM[8'h06] = {OP_R_type, 5'b11111, 5'b00001, 5'b11010, shamt, FUNC_subu};
    InstROM[8'h07] = {OP_R_type, 5'b00001, 5'b11111, 5'b11001, shamt, FUNC_slt};
    InstROM[8'h08] = {OP_R_type, 5'b00001, 5'b11111, 5'b11000, shamt, FUNC_sltu};
    InstROM[8'h09] = {OP_addiu, 5'b00000, 5'b10111, 16'hab00};
    InstROM[8'h0a] = {OP_addiu, 5'b00000, 5'b10110, 16'h00cd};
    InstROM[8'h0b] = {OP_ori, 5'b10110, 5'b10101, 16'hab00};
    InstROM[8'h0c] = {OP_sw, 5'b00000, 5'b10101, 16'h001f};
    InstROM[8'h0d] = {OP_beq, 5'b10101, 5'b10100, 16'h0003};
    InstROM[8'h0e] = {OP_lw, 5'b00000, 5'b10100, 16'h001f};
    InstROM[8'h0f] = {OP_beq, 5'b10101, 5'b10100, 16'h0003};
    InstROM[8'h13] = {OP_jump, 26'h000000f};
  end
endmodule
```

## /design/flow/run.sh

```bash
#!/bin/bash
# OpenROAD 26Q1-2900-gdf79404cd8, Yosys 0.63+post, stock flow scripts
make -C /OpenROAD-flow-scripts/flow DESIGN_CONFIG=/design/flow/config.mk WORK_HOME=/design/flow/orfs finish
```

## /design/flow/config.mk

```make
export PLATFORM = sky130hd
export DESIGN_NAME = InstROM
export DESIGN_NICKNAME = InstROM
export VERILOG_FILES = /design/flow/design.v
export SDC_FILE = /design/flow/constraint.sdc
export NUM_CORES = 4
export LEC_CHECK = 1
export CORE_AREA = 10 10 70 70
export DIE_AREA = 0 0 80 80
export SYNTH_HDL_FRONTEND = slang
export SYNTH_MEMORY_MAX_BITS = 65536
```

## /design/flow/constraint.sdc

```tcl
current_design InstROM

set clk_period 3.8
set clk_io_pct 0.2

create_clock -name clk0 -period $clk_period

set non_clock_inputs [all_inputs -no_clocks]
set_input_delay [expr $clk_period * $clk_io_pct] -clock clk0 $non_clock_inputs
set_output_delay [expr $clk_period * $clk_io_pct] -clock clk0 [all_outputs]
```

==> summary.txt <==
Summary of the current implementation state.

- At the worst endpoint, the required time is 3.04 ns.
- The worst hold path endpoint is Inst[24], for reference.
- The count of nets left with antenna violations once routing finished came out at 0.
- The most prevalent standard cell on the critical path is sky130_fd_sc_hd__clkdlybuf4s50_1, for reference.
- The synthesized area per cell is 6.39 sq um, for reference.
- The actual slew at the worst max-slew pin is 0.532 ns, for reference.
- The worst-case headroom to the max-slew limit is 0.644, for reference.
- The sequential cell area is 0 sq um, for reference.
- The final report gives the core utilization as 0.318.
- The power density normalized to cell area is 64.6 nW/um^2, for reference.
- The worst setup path is launched from a primary input.
- The met2 global-route usage is 0.132, for reference.
- The number of antenna violations at the first check in global routing is 0, for reference.
- Per STA, the worst path is made up of clkdlybuf4s50_1 -> or3_1 -> or2_1 -> nor3_1 -> clkdlybuf4s50_1.
- The total number of cells along the worst setup path is 5, for reference.
- The final hold violation count is 0, for reference.
- The number of setup violations in the final report is 0, for reference.
- The number of placed instances, taps included is 186, for reference.
- Per the run summary, max-cap violations total 0.
- The largest individual stage delay along the critical path comes from the cell sky130_fd_sc_hd__clkdlybuf4s50_1.
- The fill cell instance count of the final layout is 378, for reference.
- The final route contains approximately 810 vias.
- Per the detail_route report, vias per standard cell equal about 4.4.
- In this run the VDD rail shows a maximum IR drop of 18.0 uV.
- After detailed routing, the number of remaining DRC violations is 0.
- Summing all placed instances gives a cell area of 1090 sq um.
- Timing analysis after detailed placement gives a worst setup slack of around 0.16 ns.
- The first global-routing pass estimated 3.89 mm of wire.
- The largest incremental delay on the critical path is between 0.5 and 0.6 ns, for reference.
- For this run, the number of standard cells in the final layout without fillers is 186.
- Dividing the detail-routed wire length by the instance count gives 12.6 um.
- The netlist uses 34 different library cells.
- Counting the warning lines in the Yosys log gives 0.
- The final antenna diode tally reported by the flow is 0.
- Switching power as a fraction of the total was reported as 0.497.
- The launch instance of the worst min-delay path is Addr[5], for reference.
- In the final layout, the share of cells above drive strength 1 is 0.0643.
- The analysis attributes to cell leakage a power of 0.389 nW.
- The total net switching power is between 30 and 40 uW, for reference.
- The class of the tightest hold or removal check is in -> out, for reference.
- The post-layout period usage of the worst path is 0.961, for reference.
- The number of slew-limit violations in the final report is 0, for reference.
- The internal power of the cells totals 35.3 uW.
- Wires add up to between 2 and 2.5 mm.
- Setup repair after global routing left no endpoint under its margin.
- The share of total power dissipated in sequential elements is 0.
- The cell count listed in synth_stat.txt is 111, for reference.
- The run finished with clean final reports.
- The violation tally recorded at the end of detailed-routing iteration 0 is 28.
- The buffers plus inverters on the worst setup path is 2, for reference.
- The tightest hold path in the finished design has a slack of about 2.7 ns.
- The global-route track usage on met3 is 0.0193, for reference.
- The layout report lists the multi-input gate area as 588 sq um.
- For this run, global-route usage on met1 was measured as 0.0831.
- Relative to the synthesized area, the layout overhead comes to 53.1%.
- The chip height is 80 um, for reference.
- The number of global-route vias before repair is about 840, for reference.
- The busiest layer in global routing is met2, for reference.
- The number of stages on the worst hold path is 4, for reference.
- The cell class contributing the biggest share of worst-path delay is simple AND/OR/NAND/NOR gates, for reference.
- Of the total power, combinational logic draws 1.000.
- The core region is 3420 sq um.
- Per the OpenROAD floorplan log, the width of the die is 80 um.
- In the finished design the tool counted flip-flops and latches totalling 0.
- The share of total power dissipated in the clock network is 0.
- Ranked by instance count, the synthesized netlist is headed by sky130_fd_sc_hd__a21oi_1, sky130_fd_sc_hd__nor2_1, sky130_fd_sc_hd__nand2_1, sky130_fd_sc_hd__ha_1.
- Ranked by total cell area, the synthesized netlist is headed by sky130_fd_sc_hd__ha_1, sky130_fd_sc_hd__a21oi_1, sky130_fd_sc_hd__buf_4.
- In this run the worst path has a maximum fanout of 16.
- The effective utilization at floorplan is 0.208, for reference.
- The fraction of synthesized cell area taken by the top area cell type is 0.141, for reference.
- The top-level port count is 64, for reference.
- The count of clock buffers in the final design is 0, for reference.
- Yosys reports a chip area of 709 sq um.
- The detailed placer's ending HPWL is a little under 2 mm, for reference.
- The sequential fraction of the synthesis area is 0, for reference.
- According to the floorplan report, the total die area is between 6000 and 7000 sq um.
- Counting every instance in the synthesized netlist gives approximately 110.
- The standard-cell row count is 21, for reference.
- After clock tree synthesis, the setup repair step added 0 buffers.
- The global-route usage over all layers is 0.0709, for reference.
- After layout, the design draws a total of 70.2 uW.
- During placement, the flow inserted port buffers numbering 38.
- The most common cell in the synthesized netlist is sky130_fd_sc_hd__a21oi_1.
- After clock tree synthesis, the flow added hold-fix buffers numbering 0.
- For the completed layout, the total cell area is recorded as 1090 sq um.
- The total global routing overflow is 0, for reference.
- The detailed-routing iteration count for the pre-antenna-repair pass is 3, for reference.
- The final estimated routing congestion in global placement is between 0.8 and 0.9, for reference.
- The post-synth design cell area is 709 sq um, for reference.
- The cell type with the largest total area after synthesis is sky130_fd_sc_hd__ha_1, for reference.
- The kind of critical path is in -> out, for reference.
- After layout, the minimum clock period comes to 3.65 ns.
- The number of gates resized after cts is 0, for reference.
- The total negative setup slack is 0 ns, for reference.
- Based on the critical path, the design can be clocked at up to 274 MHz.
- For the worst setup path, the data arrival time is 2.89 ns.
- The logs give a warning total of 63.
- The critical path capture point type is an output port, for reference.
- Entering global routing, the biggest net connects 17 pins.
- The final timing report gives a worst setup slack of 0.148 ns.
==> worst max-delay path by stage <==
stage           start  endpoint
CTS           Addr[9]  Inst[11]
global route  Addr[9]  Inst[11]
finish        Addr[9]  Inst[11]
==> layer usage <==
metal	vias up	routed length [um]	part of all wire
met2	15	1190	0.51
li1	439	-	-
met4	0	0	0
met3	0	165	0.071
met5	-	0	0
met1	356	975	0.42
==> cells by family after synthesis <==
kind of cell             share of synthesized area
multiplexers                                0.0741
adder cells (fa/ha/maj)                      0.141
other                                      0.00529
AND-OR/OR-AND                                0.277
AND/OR/NAND/NOR                              0.326
buffers and inverters                        0.176
==> placed cells by master, fill, tap and decap left out, drive strengths merged, types with 4 or more instances in the layout <==
cell           count
nor3               5
buf                6
o21ai              5
clkdlybuf4s50     38
nor2              11
nand2              9
ha                 8
nand2b             5
a21oi             12
inv                4
nor2b              5
==> cell type report <==
cell class,count,share of cell area
multi-input combinational,92,0.541
tap,46,0.0530
timing repair buffer,44,0.392
inverter,4,0.0138
==> power by group through the flow <==
stage	combinational, mW	sequential (mW)	clock, mW
4_1_cts	0.0705	0	0
5_1_grt	0.0787	0	0
6_report	0.0702	0	0
Power is estimated from default activity; no workload was simulated.
