--- flow/design.v ---
`timescale 1ns / 1ps
module RegFiles (
  input        CLK,     
  input  [31:0] busW,   
  input        WE,      
  input  [4:0]  Rw,     
  input  [4:0]  Ra,     
  input  [4:0]  Rb,     
  output [31:0] busA,   
  output [31:0] busB    
);
  reg [31:0] RegFiles[31:0];  
  always @(negedge CLK) begin
    if (WE) RegFiles[Rw] <= busW;  
  end
  assign busA = RegFiles[Ra];
  assign busB = RegFiles[Rb];
  integer i;
  initial begin
    for (i = 0; i < 32; i = i + 1) RegFiles[i] = i;
  end
endmodule
--- flow/constraint.sdc ---
current_design RegFiles

set clk_period 8.5
set clk_io_pct 0.2

create_clock -name clk0 -period $clk_period [get_ports {CLK}]

set non_clock_inputs [all_inputs -no_clocks]
set_input_delay [expr $clk_period * $clk_io_pct] -clock clk0 $non_clock_inputs
set_output_delay [expr $clk_period * $clk_io_pct] -clock clk0 [all_outputs]
--- flow/run.sh ---
#!/bin/bash
# OpenROAD 26Q1-2900-gdf79404cd8, Yosys 0.63+post, stock flow scripts
make -C /OpenROAD-flow-scripts/flow DESIGN_CONFIG=/design/flow/config.mk WORK_HOME=/design/flow/orfs finish
--- flow/config.mk ---
export PLATFORM = sky130hd
export DESIGN_NAME = RegFiles
export DESIGN_NICKNAME = RegFiles
export VERILOG_FILES = /design/flow/design.v
export SDC_FILE = /design/flow/constraint.sdc
export NUM_CORES = 4
export LEC_CHECK = 1
export CORE_UTILIZATION = 40
export SYNTH_HDL_FRONTEND = slang
==> summary.txt <==
Flow results follow.

The chip area estimate from yosys synthesis is approximately 0.049 sq mm. The flip-flop count of the largest register after layout is around 1000. The TritonCTS clock tree is built. In the routed netlist, the antenna diode instances number 0. The clock slew at the register clock pins of the worst setup and hold paths is approximately 0.03 ns.

The setup TNS is 0 ns. Yosys stat counts approximately 3400 cells in the synthesized netlist. The total via count in the routed design is 33900. The min-delay analysis places its worst path in the category in -> out. The max capacitance violation total is 0. The maximum net fanout on the critical path is 2.

Of the total power, the clock network draws 0.508. The synthesis-to-finish area growth is 24.2%. The number of endpoints failing setup at the final stage is 0. For this run, the detailed router reports a per-instance via density of between 5 and 6.

The iteration tally of the first detailed-router pass is 5. The worst supply voltage drop on vdd is ~0.17 mV. For the worst setup path, the data required time is about 6.8 ns.

The number of cell rows is 127. The number of setup buffers added after CTS is 0. The global routing report lists combined usage of all routing layers as 0.254.

The clock passes through at most 3 buffers. The critical path goes through mux2i_1, a22o_1, nor3_1, a31oi_2, nand3_1, clkdlybuf4s50_1. The script computed a power per unit cell area of around 230 mW/mm^2. The estimated wirelength of the detail-placed design is between 80000 and 90000 microns.

Switching power as a fraction of the total was reported as 0.281. The instance tally after logic synthesis is 3387. The wire length of the first global-routing pass is about 210000 microns. STA classifies the critical path endpoint as an output port. STA classifies the critical path startpoint as a flip-flop. Among all stages on the critical path, the largest delay is contributed by sky130_fd_sc_hd__clkdlybuf4s50_1. For this run the aggregate overflow at the end of global routing stands at 0. Hold repair after CTS inserted 0 buffers. The warning tally printed by Yosys for this design is 0. The relative contribution of combinational cells to total power is 0.077. Input and output buffers added on the ports amount to roughly 110. The average footprint of a synthesized cell is around 14 sq um.

The top-area cell type share of the netlist area is 0.631. The CTS root buffer is sky130_fd_sc_hd__clkbuf_16. The post-synthesis instance area is between 0.04 and 0.05 sq mm. The finished layout reports a core utilization of 0.503.

The register share after synthesis is 0.631. In the post-synthesis netlist, the biggest area contributors are sky130_fd_sc_hd__edfxtp_1 63%, sky130_fd_sc_hd__mux2i_1 21%, sky130_fd_sc_hd__a22oi_1 3.0%. Entering global routing, the biggest net connects between 90 and 100 pins. The count of state elements after synthesis is 1024.

The detail route stage leaves a number of antenna-violating nets equal to 0. The final timing report lists a hold violation count of 0. The CTS buffer count is 112. Per the gpl log, the routability congestion estimate is approximately 0.87.

At the floorplan stage, the core utilization is reported as 0.405. The sum of routed wire length over all layers is around 150000 microns. Per the synthesis report, the number of distinct cell types is 24. The cell internal power dissipation is slightly below 10000 uW. The start-to-end type of the worst setup path is reg -> out.

In this run the power spent charging and discharging nets is ~3800 uW. In the final report, the number of pins over their slew limit comes to 0. The arrival time of data at the worst endpoint is listed as around 6.8 ns. The number of antenna violations at the first check in global routing is 2. The via count of the first global-routing pass is roughly 37000.

For the pin with the worst max-slew slack, the measured transition is between 0.8 and 0.9 ns. The register with the most flip-flops in the final layout is RegFiles. Of all flip-flops after synthesis, the portion carrying an async set or reset was 0. The headroom to the max-slew limit is 0.400.

The average detailed-routed wire length per instance is around 23 microns. The delay of the slowest critical-path stage is between 0.4 and 0.5 ns. The main flop type is sky130_fd_sc_hd__edfxtp_1. The number of enable flip-flop cells is 1024. The horizontal die size is about 350 microns. The final worst-path setup slack is 0.0517 ns. Per the final layout report, the fraction of cells sized above drive strength 1 comes to 0.0937. The vertical extent of the die is roughly 350 microns.

The detailed router's first-iteration violation count is about 2000. The boundary pin count is approximately 110. The cell accounting for the most synthesized area is sky130_fd_sc_hd__edfxtp_1. The number of warnings the tools reported is about 1000. The largest registers in the layout are RegFiles x1024.

Timing analysis after detailed placement gives a worst setup slack of 0.345 ns. After floorplanning, the die was sized to cover around 0.12 sq mm. The share of total power dissipated in sequential elements is 0.415.

The leakage component of the power was reported as around 0.026 uW. Counting every sink on the clock net gives between 1000 and 1500. Setup repair after global routing could not meet its margin everywhere. Counting instances in the post-synthesis netlist gives the leading cell types as 1024 x sky130_fd_sc_hd__edfxtp_1, 1024 x sky130_fd_sc_hd__mux2i_1, 195 x sky130_fd_sc_hd__nand2_1, 194 x sky130_fd_sc_hd__nand3_1. The flow ran to the end, and the final reports show no timing, DRC or antenna violations. The placeable core region is around 0.12 sq mm. The remaining design rule violation count is 0. The clock tree synthesis step divided the H-tree into 3 levels.
## what timing repair did
action                     in CTS  in global routing
setup endpoints to repair      24                 31
pin swaps                       0                  8
gates resized                  34                 39
## path summary, 6_finish.rpt
check                  startpoint  endpoint  slack, ns  depth (start not counted)
setup / recovery  RegFiles[2][15]  busA[15]       0.05                          6
hold / removal              Rb[1]  busB[11]       4.38                          6
## logic make-up (layout without fill, tap and decap cells)
| group | count (synthesis) | count (layout) | share of synthesized area |
|---|---|---|---|
| compound gates | 576 | 576 | 0.0805 |
| simple gates | 509 | 509 | 0.0472 |
| buf+inv | 254 | 1479 | 0.0316 |
| mux | 1024 | 1024 | 0.210 |
| flops | 1024 | 1024 | 0.631 |
## through the flow
stage          area [sq um]  std cells  hold WS, ns  power [uW]
6_report              60600       6224         4.38       13700
4_1_cts               60300       6224         4.70       13900
2_1_floorplan         48800       3387         3.66        7040
3_3_place_gp          52400       4991         4.72        7490
3_5_place_dp          52400       4991         4.72        7490
5_1_grt               60600       6224         4.42       14600
## layout make-up
class                      instances  area [sq um]
clock buffer                     113          2830
clock inverter                  1121          4970
fill                           10000         59900
multi-input combinational       2109         17200
sequential                      1024         30700
tap                             1612          2020
timing repair buffer             245          2820
## cell usage in the layout, fill, tap and decap left out, types with 3 or more instances in the layout
cell,count
sky130_fd_sc_hd__nand3_1,178
sky130_fd_sc_hd__clkbuf_16,113
sky130_fd_sc_hd__a22oi_1,192
sky130_fd_sc_hd__inv_4,11
sky130_fd_sc_hd__a31oi_2,26
sky130_fd_sc_hd__nor3_2,15
sky130_fd_sc_hd__a22o_1,128
sky130_fd_sc_hd__a31oi_1,36
sky130_fd_sc_hd__clkdlybuf4s50_1,106
sky130_fd_sc_hd__nand3b_1,5
sky130_fd_sc_hd__edfxtp_1,1024
sky130_fd_sc_hd__nor3_1,46
sky130_fd_sc_hd__nand3_2,14
sky130_fd_sc_hd__or3b_2,3
sky130_fd_sc_hd__nor3_4,3
sky130_fd_sc_hd__clkinv_4,3
sky130_fd_sc_hd__nand2b_2,4
sky130_fd_sc_hd__a21oi_1,192
sky130_fd_sc_hd__dlymetal6s2s_1,4
sky130_fd_sc_hd__clkinvlp_2,26
sky130_fd_sc_hd__nor2_4,34
sky130_fd_sc_hd__buf_4,79
sky130_fd_sc_hd__nor2b_4,4
sky130_fd_sc_hd__bufinv_16,24
sky130_fd_sc_hd__mux2i_1,1024
sky130_fd_sc_hd__inv_6,4
sky130_fd_sc_hd__buf_12,54
sky130_fd_sc_hd__nand2_1,193
sky130_fd_sc_hd__inv_1,1050
## metal layers
layer / up-vias / track usage / share of wire
li1: 15700 / - / -
met1: 16400 / 0.311 / 0.37
met2: 1586 / 0.374 / 0.48
met3: 224 / 0.154 / 0.12
met4: 8 / 0.102 / 0.025
met5: - / 0.0102 / 0.0014
## worst max-delay path, delay by kind of cell (launching register included)
family,cells,cell delay [ns]
and+or+nand+nor,2,0.52
buffers and inverters,1,0.47
AOI/OAI and AO/OA,2,0.41
DFF,1,0.33
muxes,1,0.07
## power groups by stage
stage	Combinational, uW	Clock (uW)	Sequential [uW]
CTS	1040	7180	5690
global route	1120	7770	5680
finish	1060	6960	5690
Power and IR drop assume default switching activity.
