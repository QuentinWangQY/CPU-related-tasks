`config.mk`:
```
export PLATFORM = sky130hd
export DESIGN_NAME = Adder32
export DESIGN_NICKNAME = Adder32
export VERILOG_FILES = /design/flow/design.v
export SDC_FILE = /design/flow/constraint.sdc
export NUM_CORES = 4
export LEC_CHECK = 1
export CORE_UTILIZATION = 30
export SYNTH_HDL_FRONTEND = slang
```
`design.v`:
```
`timescale 1ns / 1ps
module Adder16 (
  input  [15:0] A,
  input  [15:0] B,
  input         Cin,
  output [15:0] F,
  output        Px,
  output        Gx,
  output        C14
);
  wire C15, C11, C7, C3;
  wire Pm3, Pm2, Pm1, Pm0;
  wire Gm3, Gm2, Gm1, Gm0;
  Adder4 U3 (
    .X(A[15:12]),
    .Y(B[15:12]),
    .Cin(C11),
    .Cout(),
    .F(F[15:12]),
    .Gm(Gm3),
    .Pm(Pm3),
    .C2(C14)
  );
  Adder4 U2 (
    .X(A[11:8]),
    .Y(B[11:8]),
    .Cin(C7),
    .Cout(),
    .F(F[11:8]),
    .Gm(Gm2),
    .Pm(Pm2),
    .C2()
  );
  Adder4 U1 (
    .X(A[7:4]),
    .Y(B[7:4]),
    .Cin(C3),
    .Cout(),
    .F(F[7:4]),
    .Gm(Gm1),
    .Pm(Pm1),
    .C2()
  );
  Adder4 U0 (
    .X(A[3:0]),
    .Y(B[3:0]),
    .Cin(Cin),
    .Cout(),
    .F(F[3:0]),
    .Gm(Gm0),
    .Pm(Pm0),
    .C2()
  );
  assign C3  = Gm0 + (Pm0 & Cin);
  assign C7  = Gm1 + (Pm1 & Gm0) + (Pm1 & Pm0 & Cin);
  assign C11 = Gm2 + (Pm2 & Gm1) + (Pm2 & Pm1 & Gm0) + (Pm2 & Pm1 & Pm0 & Cin);
  assign Px  = Pm3 & Pm2 & Pm1 & Pm0;
  assign Gx  = Gm3 + (Pm3 & Gm2) + (Pm3 & Pm2 & Gm1) + (Pm3 & Pm2 & Pm1 & Gm0);
endmodule
`timescale 1ns / 1ps
module Adder32 (
  input  [31:0] A,      
  input  [31:0] B,      
  output [31:0] F,      
  input         Cin,    
  output        Cout,   
  output        OF,     
  output        SF,     
  output        ZF,     
  output        CF      
);
  wire Gx1, Gx0, Px1, Px0;
  wire C15, C31, C30;
  Adder16 LW (
    .A(A[15:0]),
    .B(B[15:0]),
    .Cin(Cin),
    .F(F[15:0]),
    .Px(Px0),
    .Gx(Gx0),
    .C14()
  );
  Adder16 HW (
    .A(A[31:16]),
    .B(B[31:16]),
    .Cin(C15),
    .F(F[31:16]),
    .Px(Px1),
    .Gx(Gx1),
    .C14(C30)
  );
  assign C15  = Gx0 + (Px0 & Cin);
  assign C31  = Gx1 + (Px1 & Gx0) + (Px1 & Px0 & Cin);
  assign Cout = C31;
  assign OF   = C31 ^ C30;
  assign SF   = F[31];
  assign ZF   = ~|F;
  assign CF   = Cout ^ Cin;
endmodule
`timescale 1ns / 1ps
module Adder4 (
  input  [3:0] X,      
  input  [3:0] Y,      
  input        Cin,    
  output       Cout,   
  output [3:0] F,      
  output       Gm,
  output       Pm,
  output       C2
);
  wire [3:0] G, P, C;
  FA L3 (
    .X(X[3]),
    .Y(Y[3]),
    .C(C[2]),
    .F(F[3]),
    .G(G[3]),
    .P(P[3])
  );
  FA L2 (
    .X(X[2]),
    .Y(Y[2]),
    .C(C[1]),
    .F(F[2]),
    .G(G[2]),
    .P(P[2])
  );
  FA L1 (
    .X(X[1]),
    .Y(Y[1]),
    .C(C[0]),
    .F(F[1]),
    .G(G[1]),
    .P(P[1])
  );
  FA L0 (
    .X(X[0]),
    .Y(Y[0]),
    .C(Cin),
    .F(F[0]),
    .G(G[0]),
    .P(P[0])
  );
  CLA4 CLA (
    .G3(G[3]),
    .G2(G[2]),
    .G1(G[1]),
    .G0(G[0]),
    .P3(P[3]),
    .P2(P[2]),
    .P1(P[1]),
    .P0(P[0]),
    .C3(C[3]),
    .C2(C[2]),
    .C1(C[1]),
    .C0(C[0]),
    .Cin(Cin)
  );
  assign Cout = C[3];
  assign C2   = C[2];
  assign Gm   = G[3] + (P[3] & G[2]) + (P[3] & P[2] & G[1]) + (P[3] & P[2] & P[1] & G[0]);
  assign Pm   = P[3] & P[2] & P[1] & P[0];
endmodule
`timescale 1ns / 1ps
module CLA4 (
  input  G3,   
  input  G2,   
  input  G1,   
  input  G0,   
  input  P3,   
  input  P2,   
  input  P1,   
  input  P0,   
  output C3,   
  output C2,   
  output C1,   
  output C0,   
  input  Cin   
);
  assign C0 = G0 + (P0 & Cin);
  assign C1 = G1 + (P1 & G0) + (P1 & P0 & Cin);
  assign C2 = G2 + (P2 & G1) + (P2 & P1 & G0) + (P2 & P1 & P0 & Cin);
  assign C3 = G3 + (P3 & G2) + (P3 & P2 & G1) + (P3 & P2 & P1 & G0) + (P3 & P3 & P1 & P0 & Cin);
endmodule
`timescale 1ns / 1ps
module FA (
  input  X,   
  input  Y,   
  input  C,   
  output F,   
  output G,   
  output P    
);
  assign F = X ^ Y ^ C;
  assign G = X & Y;
  assign P = X + Y;
endmodule
```
`run.sh`:
```
#!/bin/bash
# OpenROAD 26Q1-2900-gdf79404cd8, Yosys 0.63+post, stock flow scripts
make -C /OpenROAD-flow-scripts/flow DESIGN_CONFIG=/design/flow/config.mk WORK_HOME=/design/flow/orfs finish
```
`constraint.sdc`:
```
current_design Adder32

set clk_period 9.3
set clk_io_pct 0.2

create_clock -name clk0 -period $clk_period

set non_clock_inputs [all_inputs -no_clocks]
set_input_delay [expr $clk_period * $clk_io_pct] -clock clk0 $non_clock_inputs
set_output_delay [expr $clk_period * $clk_io_pct] -clock clk0 [all_outputs]
```
==> flow.log <==
[flow] final metrics
[metrics] unrepaired setup endpoints after global routing: yes
[metrics] Reg area: 0 sq um
[metrics] Worst Max-Slew Pin Slew: ~0.46 ns
[metrics] area reported by Yosys stat: between 0.002 and 0.003 sq mm
[metrics] instance tally after logic synthesis: about 330
[metrics] arrival time at the worst endpoint: about 7.4 ns
[metrics] type of origin of the critical path: primary input
[metrics] violation count after the first detailed-route iteration: approximately 46
[metrics] overall overflow remaining after global route: 0
[metrics] warning total across the stage logs: 34
[metrics] initial antenna violation count: 0
[metrics] Hold WC Path Type: in2out
[metrics] Port Buf Inserts: ~100
[metrics] kind of capture point of the worst setup path: primary output
[metrics] Peak VDD IR: about 0.034 mV
[metrics] hold wc startpoint: B[0]
[metrics] Via-to-Cell Ratio: between 4 and 5
[metrics] number of flip-flops and latches: 0
[metrics] synthesized area per cell: about 7.7 sq um
[metrics] die outline area: ~0.0089 sq mm
[metrics] Residual DRC: 0
[metrics] vias after detailed routing: 2703
[metrics] number of max-cap violations: 0
[metrics] post-detailed-route count of antenna-violating nets: 0
[metrics] Layout Utilization: 0.5037
[metrics] clock buffer count in the final layout: 0
[metrics] core region area: a little over 0.008 sq mm
[metrics] non-filler cells in the finished layout: 572
[metrics] Routed WL per cell: 11.95 um
[metrics] status: finished clean
[metrics] Data required, critical path: between 7 and 8 ns
[metrics] Logic cell area: 0.002444 sq mm
[metrics] cells in synth_stat.txt: ~330
[metrics] router iterations before antenna repair: 4
[metrics] Layout area overhead: 62.00%
[metrics] number of placement rows: 33
[metrics] Power Dens Cells: 76.63 mW/mm^2
[metrics] Tcrit/Tclk final: 0.9962
[metrics] height of the die: ~94 um
[metrics] global routing usage summed across all routing layers: 0.1533
[metrics] floorplan core density: 0.3109
[metrics] library cells used by synthesis: approximately 48
[metrics] RD Place Congestion: between 0.8 and 0.9
[metrics] filler instances: about 760
[metrics] first-pass GRT wire length: 10.83 mm
[metrics] Post-Place Cells: approximately 560
[metrics] I/O pin cnt: approximately 100
[metrics] part of the Yosys area used for sequential elements: 0
[metrics] largest net degree at the start of global routing: 11
[metrics] summed negative setup slack over all endpoints: 0 ns
[metrics] kind of cell adding the most delay to the critical path: simple AND/OR/NAND/NOR gates
[metrics] Leakage: between 1.5 and 2 nW
[metrics] Ys Warns: 0
[metrics] half-perimeter wire length of the detailed placement result: between 5 and 6 mm
[metrics] post-layout total power: around 320 uW
[metrics] cell with the largest stage delay on the worst path: sky130_fd_sc_hd__or4_4
[metrics] crit-path most repeated cell: sky130_fd_sc_hd__mux2i_2
[metrics] min Tclk post-route: around 9.3 ns
[metrics] Slew Viols, Final: 0
[metrics] Setup-failing EPs final: 0
[metrics] Relative slew margins: 0.6948
[metrics] final WL: 6.836 mm
[metrics] total standard cell area after synthesis: about 0.0026 sq mm
[metrics] share of cells above drive strength 1: 0.2655
[metrics] worst path cell trace: clkdlybuf4s50_1 > ha_4 > nand4_1 > nor2_2 > or4b_4 > and3b_1 > mux2i_2 > mux2i_2 > buf_4 > mux2i_4 > mux2i_2 > xor2_1 > fa_2 > xor2_2 > nor4_1 > nand4_1 > or4_1 > or4_4 > a2111o_1 > a2111oi_2 > buf_2
[metrics] Critical path origin: A[13]
[metrics] Setup Slack @ Placement: -0.9452 ns
[metrics] Crit path largest cell delay: approximately 0.5 ns
[metrics] overall die width: around 94 um
[metrics] Final Hold Violating Endpoints: 0
[metrics] worst path bufs/invs: 3
[metrics] worst setup slack after layout: 0.03579 ns
[metrics] peak fanout along the critical path: 4
[metrics] number of global-route vias before repair: 2481
[metrics] count of antenna diodes in the layout: 0
[metrics] maximum frequency from static timing analysis: approximately 110 MHz
[metrics] path type of the worst setup path: in2out
final timing paths:
| check | endpoint | cells after the start | slack [ns] |
|---|---|---|---|
| hold / removal | F[0] | 5 | 4.54 |
| setup / recovery | ZF | 21 | 0.04 |
stage by stage:
step | hold WS (ns) | area (sq um)
final | 4.543 | 4139
after floorplan | 3.843 | 2555
after detailed placement | 4.719 | 3854
after CTS | 4.556 | 4031
after global placement | 4.716 | 3854
after global routing | 4.569 | 4139
timing repair:
item | in CTS | in global routing
resized | 84 | 18
cloned | 0 | 0
pin swaps | 25 | 18
hold buffers | 0 | 0
endpoints found under the setup margin | 1 | 1
setup buffers | 11 | 4
kinds of logic after synthesis:
logic type      count (synthesis)  synth area share
simple gates                  125            0.2777
xor+xnor                       58            0.2018
buf+inv                        53            0.1263
compound gates                 45            0.1185
fa+ha+maj                      40            0.2194
mux                            12           0.05631
cell type report:
type / instances / area share
multi-input cells: 280 / 0.5904
repair buffers: 172 / 0.3643
well taps: 105 / 0.03174
inverters: 15 / 0.01360
per-layer routing:
layer,vias to the layer above,share of wire,GRT usage
li1,1426,-,-
met3,0,0.056,0.009053
met2,76,0.48,0.2754
met5,-,0,0
met4,0,0,0
met1,1201,0.46,0.2138
cell usage in the layout, fill, tap and decap left out, types with 4 or more instances in the layout:
| master | n |
|---|---|
| sky130_fd_sc_hd__xnor2_1 | 30 |
| sky130_fd_sc_hd__buf_4 | 70 |
| sky130_fd_sc_hd__buf_2 | 8 |
| sky130_fd_sc_hd__nand4_1 | 9 |
| sky130_fd_sc_hd__buf_6 | 6 |
| sky130_fd_sc_hd__nand2_1 | 26 |
| sky130_fd_sc_hd__inv_1 | 15 |
| sky130_fd_sc_hd__mux2i_1 | 5 |
| sky130_fd_sc_hd__nand2b_1 | 4 |
| sky130_fd_sc_hd__o21ai_0 | 6 |
| sky130_fd_sc_hd__nand3_1 | 9 |
| sky130_fd_sc_hd__ha_4 | 11 |
| sky130_fd_sc_hd__nor2_1 | 18 |
| sky130_fd_sc_hd__a31oi_1 | 4 |
| sky130_fd_sc_hd__nor3_1 | 4 |
| sky130_fd_sc_hd__a21oi_1 | 7 |
| sky130_fd_sc_hd__and3_1 | 4 |
| sky130_fd_sc_hd__and3b_1 | 7 |
| sky130_fd_sc_hd__ha_1 | 21 |
| sky130_fd_sc_hd__or3_1 | 7 |
| sky130_fd_sc_hd__xor2_2 | 4 |
| sky130_fd_sc_hd__xor2_1 | 23 |
| sky130_fd_sc_hd__and2_1 | 5 |
| sky130_fd_sc_hd__and4_1 | 4 |
| sky130_fd_sc_hd__fa_1 | 7 |
| sky130_fd_sc_hd__nor2b_1 | 5 |
| sky130_fd_sc_hd__o21ai_1 | 7 |
| sky130_fd_sc_hd__clkdlybuf4s50_1 | 84 |
power breakdown:
part | switching, mW | total [mW] | internal [mW]
registers | 0 | 0 | 0
clock network | 0 | 0 | 0
logic | 0.122 | 0.317 | 0.195
cells in the mapped netlist (2+ instances only):
cell type | number | share of area
sky130_fd_sc_hd__o2111ai_1 | 2 | 0.0069
sky130_fd_sc_hd__nor2_1 | 20 | 0.029
sky130_fd_sc_hd__or3_1 | 7 | 0.017
sky130_fd_sc_hd__buf_4 | 33 | 0.097
sky130_fd_sc_hd__a2111oi_2 | 2 | 0.012
sky130_fd_sc_hd__nand3_1 | 9 | 0.018
sky130_fd_sc_hd__or4_1 | 2 | 0.0059
sky130_fd_sc_hd__inv_1 | 15 | 0.022
sky130_fd_sc_hd__and2_1 | 5 | 0.012
sky130_fd_sc_hd__clkbuf_1 | 5 | 0.0073
sky130_fd_sc_hd__nand4_1 | 9 | 0.022
sky130_fd_sc_hd__fa_1 | 8 | 0.063
sky130_fd_sc_hd__nor4_1 | 4 | 0.0098
sky130_fd_sc_hd__a21oi_1 | 7 | 0.014
sky130_fd_sc_hd__and4_1 | 5 | 0.017
sky130_fd_sc_hd__o21ai_0 | 6 | 0.012
sky130_fd_sc_hd__mux2_2 | 2 | 0.0088
sky130_fd_sc_hd__nand2_1 | 26 | 0.038
sky130_fd_sc_hd__o22ai_1 | 2 | 0.0049
sky130_fd_sc_hd__xnor2_1 | 31 | 0.11
sky130_fd_sc_hd__nand2b_1 | 4 | 0.0098
sky130_fd_sc_hd__ha_1 | 32 | 0.16
sky130_fd_sc_hd__o21ai_1 | 8 | 0.016
sky130_fd_sc_hd__nand3b_1 | 3 | 0.0088
sky130_fd_sc_hd__nor2b_1 | 5 | 0.012
sky130_fd_sc_hd__or2_2 | 3 | 0.0073
sky130_fd_sc_hd__mux2i_1 | 7 | 0.027
sky130_fd_sc_hd__o211ai_1 | 3 | 0.0088
sky130_fd_sc_hd__nand4b_1 | 3 | 0.010
sky130_fd_sc_hd__and3b_1 | 7 | 0.024
sky130_fd_sc_hd__a21boi_0 | 4 | 0.012
sky130_fd_sc_hd__nor3_1 | 4 | 0.0078
sky130_fd_sc_hd__nor3b_1 | 3 | 0.0088
sky130_fd_sc_hd__xor2_1 | 26 | 0.089
sky130_fd_sc_hd__and3_1 | 4 | 0.0098
sky130_fd_sc_hd__a21boi_1 | 2 | 0.0059
sky130_fd_sc_hd__a31oi_1 | 4 | 0.0098
Power and IR drop assume default switching activity.
